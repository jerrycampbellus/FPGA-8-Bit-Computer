`flow/run.sh`:
```
#!/bin/bash
# OpenROAD 26Q1-2900-gdf79404cd8, Yosys 0.63+post, stock flow scripts
make -C /OpenROAD-flow-scripts/flow DESIGN_CONFIG=/design/flow/config.mk WORK_HOME=/design/flow/orfs finish
```
`flow/config.mk`:
```
export PLATFORM = sky130hd
export DESIGN_NAME = BE_Clock
export DESIGN_NICKNAME = BE_Clock
export VERILOG_FILES = /design/flow/design.v
export SDC_FILE = /design/flow/constraint.sdc
export NUM_CORES = 4
export LEC_CHECK = 1
export CORE_UTILIZATION = 50
```
`flow/constraint.sdc`:
```
current_design BE_Clock

set clk_period 7.1
set clk_io_pct 0.2

create_clock -name clk0 -period $clk_period [get_ports {iCLK}]

set non_clock_inputs [all_inputs -no_clocks]
set_input_delay [expr $clk_period * $clk_io_pct] -clock clk0 $non_clock_inputs
set_output_delay [expr $clk_period * $clk_io_pct] -clock clk0 [all_outputs]
```
`flow/design.v`:
```
module BE_Clock
	(
		input			wire			iCLK,				 
		input			wire			CLK_SELECT,		 
		input			wire	  		CLK_STEP,		 
		input			wire    		HLT,				 
		input 		wire			CLR,				 
		input			wire	[2:0]	DIV_CLK,			 
		output		wire		CLK,					 
		output		wire		NOT_CLK,				 
		output		reg		DISPLAY_CLK			 
	);
	reg	[25:0] 		counter	= 0;							 
	reg	[25:0]	 	DIVISOR 	= 25000000;					 
	reg	[29:0]		display_Counter	=	0;				 
	reg	[29:0]		display_Divisor	=	125000000;	 
	reg			cont_CLK	=	1'b1;								 
	reg			step_CLK	=	1'b1;								 
	always @(DIV_CLK)
		begin
			case(DIV_CLK)
				3'b000	:	DIVISOR = 25000000;
				3'b001	:	DIVISOR = 12500000;
				3'b010	:	DIVISOR =  6250000;
				3'b011	:	DIVISOR =  3125000;
				3'b100	:	DIVISOR =  1562500;
				3'b101	:	DIVISOR =   781250;
				3'b110	:	DIVISOR =	390625;
				3'b111	:	DIVISOR = 	0;
				default	:	DIVISOR = 25000000;
			endcase
		end
	always @(posedge iCLK)
		begin
			if (~HLT || CLR)
				begin
					counter	<= counter + 1'b1;
					display_Counter <= display_Counter + 1;
					if(counter >= DIVISOR)
						begin
							cont_CLK 	<= (cont_CLK == 1'b0) ? 1'b1 : 1'b0;					
							counter 		<= 0;
						end
					if(display_Counter >= display_Divisor)
						begin
							DISPLAY_CLK 		<= (DISPLAY_CLK == 1'b0) ? 1'b1 : 1'b0;					
							display_Counter 	<= 0;
						end
					if (CLK_STEP == 1'b1)
						step_CLK <= 1'b0;
					else
						step_CLK <= 1'b1;
				end
		end
		assign 	CLK = (~CLK_SELECT & cont_CLK) | (CLK_SELECT & step_CLK);
		assign	NOT_CLK = ~(~CLK_SELECT & cont_CLK) | (CLK_SELECT & step_CLK);	
endmodule
```
==> writeup.txt <==
The clock-pin slew on the worst setup and hold paths was 0.07 ns; the OpenROAD warning count was 33. The fraction of layout instances using a drive strength above 1 came out at 0.117. For this run, the final setup violation count is recorded as 0. After routing, the total negative slack on setup checks comes to 0 ns. The congestion estimate from routability-driven global placement came to 0.902. With the instance area after placement at 4410 um^2, the final hold slack is 0.559 ns.

The run finished with clean final reports. Nets still carrying antenna violations after routing amount to 0. In the Yosys report the total cell count is 394. The number of search-and-repair iterations in the first detailed-routing pass was 4. Setup repair after global routing left no endpoint under its margin. The logs give 0 for the count of hold buffers inserted by post-cts repair and 2.72 ns for the minimum setup slack in the final design. For the count of standard-cell rows, the log shows 33. The via density per instance is 5.67. The most common cell after layout, fill and taps aside was sky130_fd_sc_hd__edfxtp_1. Subtracting the final worst setup slack from the clock period gives 4.38 ns. The setup slack at placement is 2.38 ns, and the final routed wire length divided by cell count is 15.9 um. The arrival time of data at the worst endpoint is listed as 4.46 ns.

The mapped netlist covers 4210 um^2. The class of the most critical setup path was in -> reg. The root cell of the clock tree was sky130_fd_sc_hd__clkbuf_8. In this run, distinct cell masters in the synthesized netlist total 47. The run gives 14000 um for the wire length of the first global-routing pass. The logs give 0.33 ns for the worst-skew pair later-pin latency and 0 for the number of max-capacitance violations reported. The slowest stage of the critical path is the sky130_fd_sc_hd__clkdlybuf4s50_1 cell. The logs give 0.228 GHz for the timing-limited maximum frequency and 0 for the number of instances resized during post-cts repair. The final layout contains routed wiring with a total length of 8220 um. The run gives 0.000108 V for the worst supply voltage drop on vdd.

STA classifies the critical path endpoint as a flip-flop. The run gives 0 as the buffers inserted during post-CTS setup optimization. Dividing total power by cell area gives a power density of 215 nW/um^2. The final period utilization came out at 0.618.

The tools report the portion of the post-synthesis area used by sequential elements as 0.421. The delay contributed by the slowest stage of the critical path works out to 0.58 ns. The logs give 0.329 for the share of power burned in the clock network and 707 uW for the internal power of the cells. The signal on the critical path passes through clkdlybuf4s50_1 -> inv_1 -> ha_1 -> or3_1 -> o21ai_0 -> ha_1 -> and4_1 -> and4bb_1 -> nand2_1 -> and4_1 -> a21boi_1. After synthesis the netlist holds a flip-flop and latch count of 59. Entering global routing, the biggest net connects 60 pins. The number of antenna violations at the first check in global routing was 0.

The worst setup path is launched from a primary input. The run gives 0.176 for the portion of total power attributed to combinational logic. The class of the worst hold path was reg -> reg. The global router's overall resource usage was 0.217.

The count of port buffers added during placement is 10. Summing over every cut layer, the via total after detailed routing is 2930. In the routed netlist, the antenna diode instances number 0.

The core region is 8180 um^2. Relative to the synthesized area, the layout overhead comes to 9.76%. Post-detailed-route DRC marker count: 0.

The die is 93.7 um wide. In the final run the clock tree shows a worst skew of 0.0104 ns. The most common logic cells in the final layout are sky130_fd_sc_hd__edfxtp_1 (59), sky130_fd_sc_hd__ha_1 (35), sky130_fd_sc_hd__xnor2_1 (33).

TritonCTS built the clock tree. The H-tree depth is 3. Summed over all cells, the static leakage comes to 1.75 nW. The finished cells cover 4620 um^2. With the highest net fanout along the worst path at 20, the number of endpoints with negative hold slack in the final report is 0. The tools report the via count of the first global-routing pass as 2850.

The die height was 93.7 um. The transition time at the pin with the least slew margin works out to 0.783 ns. The final HPWL from detailed placement was 5850 um; the detailed router's first-iteration violation count was 90. The power dissipated by switching net loads was 284 uW. With the data required time at the worst endpoint at 7.17 ns, the share of power burned in registers is 0.495. The number of clock sinks came to 59. The average footprint of a synthesized cell works out to 10.7 um^2. The total overflow left after global routing is 0. The chip footprint came out at 8780 um^2. The clock passes through at most 2 buffers. For reference, the final report shows the max-slew violation count at 0. The synthesized instance count was 394; the relative max-transition margin was 0.478. The fraction of power spent switching nets works out to 0.287.

The chip area line in the Yosys stat output reads 4210 um^2. The total number of yosys warnings came out at 1. In this run, CTS created clock tree buffers numbering 9. The floorplan-stage core utilization is 0.515, and the top-level port count is 11.
[cell usage after synthesis (all sizes together)]
library cell  instances  area, um^2
a211oi                8        65.1
a21boi                3        22.5
a21o                  3        22.5
a21oi                17         100
a311o                 1        10.0
a31oi                 3        18.8
and2                  1        6.26
and3                 25         156
and4                  8        75.1
and4bb                1        12.5
buf                   7        43.8
clkbuf                6        22.5
conb                  1        3.75
edfxtp               59        1770
ha                   35         438
inv                  17        63.8
mux2i                 2        20.0
nand2                30         113
nand2b                3        18.8
nand3                27         160
nand4                12         111
nand4b                2        17.5
nor2                 17        63.8
nor3                 37         257
nor3b                 4        40.0
nor4                  5        80.1
o2111ai               1        8.76
o21a                  1        7.51
o21ai                 7        35.0
o221ai                1        8.76
or3                   2        12.5
xnor2                33         289
xor2                 15         131
[power by group through the flow]
stage | sequential (mW) | combinational, mW | clock (mW)
CTS | 0.490 | 0.177 | 0.337
global route | 0.498 | 0.201 | 0.349
finish | 0.490 | 0.175 | 0.326
[final cells by class]
cell class	instances	area (um^2)
clock buffer	9	124
clock inverter	6	81.3
fill	708	3560
inverter	17	63.8
multi-input combinational	307	2310
sequential	59	1770
tap	105	131
timing repair buffer	14	130
[flip-flops by register name (all words and copies together), names as in the netlist]
| name | flops |
|---|---|
| counter | 26 |
| display_Counter | 30 |
| DISPLAY_CLK | 1 |
| step_CLK | 1 |
| cont_CLK | 1 |
[worst paths after layout]
path	startpoint	end	slack, ns	cells after the start
worst max-delay path	DIV_CLK[0]	cont_CLK	2.72	11
worst min-delay path	cont_CLK	cont_CLK	0.56	1
worst max register to register	counter[17]	cont_CLK	4.60	6
worst min register to register	cont_CLK	cont_CLK	0.56	1
[logic make-up (layout without fill, tap and decap cells)]
| family | count (synthesis) | in the layout | share of synthesized area |
|---|---|---|---|
| flip-flops | 59 | 59 | 0.421 |
| AND-OR/OR-AND | 45 | 45 | 0.0711 |
| AND/OR/NAND/NOR | 174 | 174 | 0.267 |
| buffers and inverters | 30 | 46 | 0.0309 |
| XOR/XNOR | 48 | 48 | 0.0999 |
| multiplexers | 2 | 2 | 0.00476 |
| other | 1 | 3 | 0.000891 |
| adder cells (fa/ha/maj) | 35 | 35 | 0.104 |
[routing by layer]
metal / vias to the layer above / part of all wire / GRT usage / routed length [um]
met2: 42 / 0.47 / 0.341 / 3870
met3: 8 / 0.029 / 0.0329 / 240
met1: 1380 / 0.49 / 0.349 / 4010
li1: 1500 / - / - / -
met5: - / 0 / 0 / 0
met4: 0 / 0.012 / 0.0269 / 98
[metrics by stage]
stage / instances / total power [mW] / utilization
4_1_cts: 517 / 1.00 / 0.565
3_3_place_gp: 502 / 0.668 / 0.540
5_1_grt: 517 / 1.05 / 0.565
2_1_floorplan: 396 / 0.614 / -
6_report: 517 / 0.991 / 0.565
3_5_place_dp: 502 / 0.672 / 0.540
[worst max-delay path, delay by kind of cell]
family                     cells  cell delay, ns
buffers and inverters          2            0.73
adders and majority gates      2            0.52
AOI/OAI and AO/OA              2            0.25
and+or+nand+nor                5            1.52
Power figures rest on the tool's default switching activity, not on a simulated workload.
