**./run.sh**
```bash
#!/bin/bash
# OpenROAD 26Q1-2900-gdf79404cd8, Yosys 0.63+post, stock flow scripts
make -C /OpenROAD-flow-scripts/flow DESIGN_CONFIG=/design/flow/config.mk WORK_HOME=/design/flow/orfs finish
```
**./config.mk**
```make
export PLATFORM = sky130hd
export DESIGN_NAME = JC_Display
export DESIGN_NICKNAME = JC_Display
export VERILOG_FILES = /design/flow/design.v
export SDC_FILE = /design/flow/constraint.sdc
export NUM_CORES = 4
export LEC_CHECK = 1
export CORE_UTILIZATION = 50
```
**./constraint.sdc**
```tcl
current_design JC_Display

set clk_period 5.4
set clk_io_pct 0.2

create_clock -name clk0 -period $clk_period

set non_clock_inputs [all_inputs -no_clocks]
set_input_delay [expr $clk_period * $clk_io_pct] -clock clk0 $non_clock_inputs
set_output_delay [expr $clk_period * $clk_io_pct] -clock clk0 [all_outputs]
```
**./design.v**
```verilog
module JC_Display
	(
		input wire				Display_CLK,					 
		input wire	[7:0]		A_Register,						 
		input wire	[7:0]		B_Register,						 
		input wire	[7:0]		ALU,								 
		input wire	[7:0]		CPU_Flags,						 
		input	wire	[3:0]		Memory_Address_Register,	 
		input	wire	[7:0]		RAM,								 
		input	wire	[3:0]		Program_Counter,				 
		input wire	[16:0]	CPU_Output,						 
		input	wire	[7:0]		Data_Bus,						 
		input	wire	[15:0]	Control_Flags,					 
		input wire	[7:0]		Instruction_Register,		 
		input wire	[3:0]		JC_OUPUT_SELECT,				 
		output reg	[7:0]		JC_LED_OUTPUT,					 
		output reg	[7:0]		JC_7SEG_OUPUT_0,				 
		output reg	[7:0]		JC_7SEG_OUPUT_1,				 
		output reg	[7:0]		JC_7SEG_OUPUT_2,				 
		output reg	[7:0]		JC_7SEG_OUPUT_3,				 
		output reg	[7:0]		JC_7SEG_OUPUT_4,				 
		output reg	[7:0]		JC_7SEG_OUPUT_5				 
	);
	reg			toggle_LED 		= 1'b0;
	reg	[7:0]	first_row_LED 	= 8'b00000000;
	reg	[7:0]	second_row_LED = 8'b00000000;
	always @(*)
		begin
			case (JC_OUPUT_SELECT)
				4'b0000	:					 
					begin
						JC_7SEG_OUPUT_5 <= Segment_Decode (5'h15);
						JC_7SEG_OUPUT_4 <= Segment_Decode (5'h15);
						JC_7SEG_OUPUT_3 <= Segment_Decode (5'h15);
						JC_7SEG_OUPUT_2 <= Segment_Decode (5'h15);
						JC_7SEG_OUPUT_1 <= Segment_Decode (5'h15);
						JC_7SEG_OUPUT_0 <= Segment_Decode (5'h15);
						JC_LED_OUTPUT <= 8'b00000000;
						first_row_LED 	<= 8'b00000000;
						second_row_LED <= 8'b00000000;
						toggle_LED 	<= 1'b0;
					end
				4'b0001	:					 
					begin
						JC_7SEG_OUPUT_5 <= Segment_Decode (5'h0A);
						JC_7SEG_OUPUT_4 <= Segment_Decode (5'h13);
						JC_7SEG_OUPUT_3 <= Segment_Decode (5'h15);
						JC_7SEG_OUPUT_2 <= Segment_Decode (5'h15);
						JC_7SEG_OUPUT_1 <= Segment_Decode ({1'b0, A_Register[7:4]});
						JC_7SEG_OUPUT_0 <= Segment_Decode ({1'b0, A_Register[3:0]});
						JC_LED_OUTPUT <= A_Register;
						first_row_LED 	<= 8'b00000000;
						second_row_LED <= 8'b00000000;
						toggle_LED 	<= 1'b0;
					end
				4'b0010	:					 
					begin
						JC_7SEG_OUPUT_5 <= Segment_Decode (5'h0B);
						JC_7SEG_OUPUT_4 <= Segment_Decode (5'h13);
						JC_7SEG_OUPUT_3 <= Segment_Decode (5'h15);
						JC_7SEG_OUPUT_2 <= Segment_Decode (5'h15);
						JC_7SEG_OUPUT_1 <= Segment_Decode ({1'b0, B_Register[7:4]});
						JC_7SEG_OUPUT_0 <= Segment_Decode ({1'b0, B_Register[3:0]});
						JC_LED_OUTPUT <= B_Register;
						first_row_LED 	<= 8'b00000000;
						second_row_LED <= 8'b00000000;
						toggle_LED 	<= 1'b0;
					end
				4'b0011	:					 
					begin
						JC_7SEG_OUPUT_5 <= Segment_Decode (5'h0A);
						JC_7SEG_OUPUT_4 <= Segment_Decode (5'h10);
						JC_7SEG_OUPUT_3 <= Segment_Decode (5'h14);
						JC_7SEG_OUPUT_2 <= Segment_Decode (5'h15);
						JC_7SEG_OUPUT_1 <= Segment_Decode ({1'b0, ALU[7:4]});
						JC_7SEG_OUPUT_0 <= Segment_Decode ({1'b0, ALU[3:0]});
						JC_LED_OUTPUT <= ALU;
						first_row_LED 	<= 8'b00000000;
						second_row_LED <= 8'b00000000;
						toggle_LED 	<= 1'b0;						
					end
				4'b0100	:					 
					begin
						JC_7SEG_OUPUT_5 <= Segment_Decode (5'h0C);
						JC_7SEG_OUPUT_4 <= Segment_Decode (5'h12);
						JC_7SEG_OUPUT_3 <= Segment_Decode (5'h0F);
						JC_7SEG_OUPUT_2 <= Segment_Decode (5'h15);
						JC_7SEG_OUPUT_1 <= Segment_Decode ({1'b0, CPU_Flags[7:4]});
						JC_7SEG_OUPUT_0 <= Segment_Decode ({1'b0, CPU_Flags[3:0]});
						JC_LED_OUTPUT <= CPU_Flags;
						first_row_LED 	<= 8'b00000000;
						second_row_LED <= 8'b00000000;
						toggle_LED 	<= 1'b0;
					end
				4'b0101	:					 
					begin
						JC_7SEG_OUPUT_5 <= Segment_Decode (5'h11);
						JC_7SEG_OUPUT_4 <= Segment_Decode (5'h0A);
						JC_7SEG_OUPUT_3 <= Segment_Decode (5'h13);
						JC_7SEG_OUPUT_2 <= Segment_Decode (5'h15);
						JC_7SEG_OUPUT_1 <= Segment_Decode (5'h15);
						JC_7SEG_OUPUT_0 <= Segment_Decode ({1'b0, Memory_Address_Register[3:0]});
						JC_LED_OUTPUT <= Memory_Address_Register;
						first_row_LED 	<= 8'b00000000;
						second_row_LED <= 8'b00000000;
						toggle_LED 	<= 1'b0;
					end
				4'b0110	:					 
					begin
						JC_7SEG_OUPUT_5 <= Segment_Decode (5'h13);
						JC_7SEG_OUPUT_4 <= Segment_Decode (5'h0A);
						JC_7SEG_OUPUT_3 <= Segment_Decode (5'h11);
						JC_7SEG_OUPUT_2 <= Segment_Decode (5'h15);
						JC_7SEG_OUPUT_1 <= Segment_Decode ({1'b0, RAM[7:4]});
						JC_7SEG_OUPUT_0 <= Segment_Decode ({1'b0, RAM[3:0]});
						JC_LED_OUTPUT <= RAM;
						first_row_LED 	<= 8'b00000000;
						second_row_LED <= 8'b00000000;
						toggle_LED 	<= 1'b0;
					end
				4'b0111	:					 
					begin
						JC_7SEG_OUPUT_5 <= Segment_Decode (5'h12);
						JC_7SEG_OUPUT_4 <= Segment_Decode (5'h0C);
						JC_7SEG_OUPUT_3 <= Segment_Decode (5'h15);
						JC_7SEG_OUPUT_2 <= Segment_Decode (5'h15);
						JC_7SEG_OUPUT_1 <= Segment_Decode (5'h15);
						JC_7SEG_OUPUT_0 <= Segment_Decode ({1'b0, Program_Counter[3:0]});
						JC_LED_OUTPUT <= Program_Counter;
						first_row_LED 	<= 8'b00000000;
						second_row_LED <= 8'b00000000;
						toggle_LED 	<= 1'b0;
					end
				4'b1000	:					 
					begin
						JC_7SEG_OUPUT_5 <= Segment_Decode (5'h0C);
						JC_7SEG_OUPUT_4 <= Segment_Decode (5'h15);
						JC_7SEG_OUPUT_3 <= Segment_Decode (CPU_Output[16:12]);
						JC_7SEG_OUPUT_2 <= Segment_Decode ({1'b0, CPU_Output[11:8]});
						JC_7SEG_OUPUT_1 <= Segment_Decode ({1'b0, CPU_Output[7:4]});
						JC_7SEG_OUPUT_0 <= Segment_Decode ({1'b0, CPU_Output[3:0]});
						JC_LED_OUTPUT <= 8'b00000000;
						first_row_LED 	<= 8'b00000000;
						second_row_LED <= 8'b00000000;
						toggle_LED 	<= 1'b0;
					end
				4'b1001	:					 
					begin
						JC_7SEG_OUPUT_5 <= Segment_Decode (5'h0D);
						JC_7SEG_OUPUT_4 <= Segment_Decode (5'h0B);
						JC_7SEG_OUPUT_3 <= Segment_Decode (5'h15);
						JC_7SEG_OUPUT_2 <= Segment_Decode (5'h15);
						JC_7SEG_OUPUT_1 <= Segment_Decode ({1'b0, Data_Bus[7:4]});
						JC_7SEG_OUPUT_0 <= Segment_Decode ({1'b0, Data_Bus[3:0]});
						JC_LED_OUTPUT <= Data_Bus;
						first_row_LED 	<= 8'b00000000;
						second_row_LED <= 8'b00000000;
						toggle_LED 	<= 1'b0;						
					end
				4'b1010	:					 
					begin
						JC_7SEG_OUPUT_5 <= Segment_Decode (5'h0F);
						JC_7SEG_OUPUT_4 <= Segment_Decode (5'h15);
						JC_7SEG_OUPUT_3 <= Segment_Decode ({1'b0, Control_Flags[15:12]});
						JC_7SEG_OUPUT_2 <= Segment_Decode ({1'b0, Control_Flags[11:8]});
						JC_7SEG_OUPUT_1 <= Segment_Decode ({1'b0, Control_Flags[7:4]});
						JC_7SEG_OUPUT_0 <= Segment_Decode ({1'b0, Control_Flags[3:0]});
						toggle_LED 	<= 1'b1;
						JC_LED_OUTPUT 	<= 8'b00000000;
						first_row_LED 	<= Control_Flags[15:8];
						second_row_LED <= Control_Flags[7:0];						
					end
				4'b1011	:					 
					begin
						JC_7SEG_OUPUT_5 <= Segment_Decode (5'h01);
						JC_7SEG_OUPUT_4 <= Segment_Decode (5'h13);
						JC_7SEG_OUPUT_3 <= Segment_Decode (5'h15);
						JC_7SEG_OUPUT_2 <= Segment_Decode (5'h15);
						JC_7SEG_OUPUT_1 <= Segment_Decode ({1'b0, Instruction_Register[7:4]});
						JC_7SEG_OUPUT_0 <= Segment_Decode ({1'b0, Instruction_Register[3:0]});
						JC_LED_OUTPUT <= Instruction_Register;
						first_row_LED 	<= 8'b00000000;
						second_row_LED <= 8'b00000000;
						toggle_LED 	<= 1'b0;
					end
				default	:					 
					begin
						JC_7SEG_OUPUT_5 <= Segment_Decode (5'h15);
						JC_7SEG_OUPUT_4 <= Segment_Decode (5'h15);
						JC_7SEG_OUPUT_3 <= Segment_Decode (5'h15);
						JC_7SEG_OUPUT_2 <= Segment_Decode (5'h15);
						JC_7SEG_OUPUT_1 <= Segment_Decode (5'h15);
						JC_7SEG_OUPUT_0 <= Segment_Decode (5'h15);
						JC_LED_OUTPUT 	<= 8'b00000000;
						first_row_LED 	<= 8'b00000000;
						second_row_LED <= 8'b00000000;
						toggle_LED 		<= 1'b0;
					end
			endcase
			if (toggle_LED == 1'b1)
					JC_LED_OUTPUT <= (Display_CLK == 1) ? first_row_LED : second_row_LED;
		end
		function [7:0] Segment_Decode (input [4:0] iDIG);
			begin
				case(iDIG)
					5'h0		: Segment_Decode = 8'b11000000;	 
					5'h1		: Segment_Decode = 8'b11111001;	 
					5'h2		: Segment_Decode = 8'b10100100; 	 
					5'h3		: Segment_Decode = 8'b10110000; 	 
					5'h4		: Segment_Decode = 8'b10011001; 	 
					5'h5		: Segment_Decode = 8'b10010010; 	 
					5'h6		: Segment_Decode = 8'b10000010; 	 
					5'h7		: Segment_Decode = 8'b11111000; 	 
					5'h8		: Segment_Decode = 8'b10000000; 	 
					5'h9		: Segment_Decode = 8'b10011000;	 
					5'ha		: Segment_Decode = 8'b10001000;	 
					5'hb		: Segment_Decode = 8'b10000011;	 
					5'hc		: Segment_Decode = 8'b11000110;	 
					5'hd		: Segment_Decode = 8'b10100001;	 
					5'he		: Segment_Decode = 8'b10000110;	 
					5'hf		: Segment_Decode = 8'b10001110;	 
					5'h10		: Segment_Decode = 8'b11000111;	 
					5'h11		: Segment_Decode = 8'b11101010;	 
					5'h12		: Segment_Decode = 8'b10001100;	 
					5'h13		: Segment_Decode = 8'b10101111;	 
					5'h14		: Segment_Decode = 8'b11000001;	 
					5'h15		: Segment_Decode = 8'b11111111;	 
					5'h16		: Segment_Decode = 8'b10111111;	 
					default	: Segment_Decode = 8'b00000000;	 
				endcase
			end
		endfunction 
endmodule
```
==> summary.rpt <==
==== FLOW RESULTS ====
----------------------------------------------------
[Run status]
  Result of the run ........................ finished, final reports clean

[Global route]
  Vias in the first global route ........................ 8165
  Wire length of the first global-routing pass ........................ about 43 mm
  Global router's overall resource usage ........................ 0.334
  Pin count of the biggest net entering global routing ........................ 29
  Global-route congestion overflow total ........................ 0
  Initial antenna violation count ........................ 0

[STA]
  Count of pins over their slew limit ........................ 0
  Relative max-transition margin ........................ 0.474
  Final setup TNS ........................ 0 ps
  Post-route fraction of the period consumed by the critical path ........................ 0.952
  Slew of the pin with the lowest slew margin ........................ 787 ps
  Number of hold violations in the final report ........................ 0
  Unrepaired setup endpoints after global routing ........................ false
  Final Worst Setup Slack ........................ 259 ps
  Post-route minimum period ........................ 5140 ps
  Final tally of setup violations ........................ 0
  Upper clock frequency limit ........................ 195 MHz

[Route]
  Detail Route met3 WL ........................ 1.73 mm
  Total routed wire length on the met1 layer ........................ 12.8 mm
  Routed wire length on met2 ........................ 12.7 mm
  Residual DRC ........................ 0
  Total wire length ........................ 28.8 mm
  Avg WL per Cell ........................ ~18 µm
  TritonRoute pass-1 iters ........................ 6
  First DRT Iteration DRCs ........................ approximately 800
  Via-per-instance ratio ........................ 5.99
  Antenna fix cells ........................ 0
  Uppermost layer routed ........................ met4
  Final antenna-violating net count ........................ 0
  DR vias ........................ 9389

[Logic synthesis]
  Synth Area per Inst ........................ around 6.6 µm²
  Yosys chip area ........................ 0.00820 mm²
  Post-synthesis instance total ........................ about 1200
  Number of cells in the yosys synthesis report ........................ 1240
  Proportion of synthesized chip area in sequential cells ........................ 0
  Post-synthesis instance area ........................ 0.00820 mm²
  Number of unique standard cell types used by synthesis ........................ 63
  Synthesis Warnings ........................ 1

[Layout]
  Share of cells above drive strength 1 ........................ 0.0555
  Clock tree buffer count of the final layout ........................ 0
  Seq_cells ........................ 0
  Area grow syn2layout ........................ 21.8%
  Top logic cell by instance count in the layout ........................ sky130_fd_sc_hd__ha_1
  Final cell count without fillers ........................ 1568
  FF+latch area ........................ 0 µm²
  Filler cells ........................ 1539
  Most frequent logic cells in the routed design ........................ 173 x sky130_fd_sc_hd__ha_1, 152 x sky130_fd_sc_hd__clkdlybuf4s50_1, 125 x sky130_fd_sc_hd__nor2_1

[Place]
  HPWL after DPL ........................ roughly 23 mm
  Number of port buffers ........................ 153
  Minimum setup slack after placement ........................ roughly 180 ps
  Number of placed instances, taps included ........................ 1568
  Routability Congestion ........................ 1.05

[Worst setup path]
  Worst setup SP type ........................ input port
  Top fanout value on the critical path ........................ 6
  CP required ........................ 4320 ps
  Critical path type ........................ input port to output port
  Type of element capturing the critical path ........................ output port
  Worst Path Arrival ........................ 4060 ps

[Floorplan]
  CORE AREA ........................ 0.0159 mm²
  Number of cell rows ........................ 46
  Overall chip area ........................ about 0.017 mm²
  Vertical die dimension ........................ 130 µm
  Core utilization before placement ........................ 0.514
  Count of pins on the block boundary ........................ 158
  Horiz. Die Dim ........................ 130 µm

[Power and ir drop]
  Power density relative to cell area ........................ around 76 mW/mm²
  LEAKAGE ........................ 0.00430 µW
  Total Power Consumption ........................ 756 µW
  Worst-case vdd ir drop ........................ between 0.00003 and 0.00004 V

[Hold path]
  Path type of the worst min-delay path ........................ input port to output port

[Clock tree]
  Hold Buf Count CTS ........................ 0

[Job]
  Max_cap viols ........................ 0
  Count of warning messages emitted by the tools ........................ between 150 and 200

----------------------------------------------------
==> cell usage after synthesis, types with 7 or more instances <==
master | count | area (µm²)
sky130_fd_sc_hd__a211oi_1 | 24 | 180
sky130_fd_sc_hd__a21oi_1 | 105 | 526
sky130_fd_sc_hd__a221oi_1 | 19 | 166
sky130_fd_sc_hd__a22oi_1 | 35 | 263
sky130_fd_sc_hd__a311oi_1 | 13 | 114
sky130_fd_sc_hd__a31oi_1 | 11 | 68.8
sky130_fd_sc_hd__buf_1 | 9 | 33.8
sky130_fd_sc_hd__clkbuf_1 | 71 | 267
sky130_fd_sc_hd__ha_1 | 173 | 2160
sky130_fd_sc_hd__inv_1 | 68 | 255
sky130_fd_sc_hd__mux2_2 | 25 | 282
sky130_fd_sc_hd__mux2i_1 | 46 | 460
sky130_fd_sc_hd__nand2_1 | 107 | 402
sky130_fd_sc_hd__nand2b_1 | 29 | 181
sky130_fd_sc_hd__nand3_1 | 26 | 130
sky130_fd_sc_hd__nand3b_1 | 10 | 75.1
sky130_fd_sc_hd__nand4_1 | 7 | 43.8
sky130_fd_sc_hd__nor2_1 | 125 | 469
sky130_fd_sc_hd__nor2b_1 | 52 | 325
sky130_fd_sc_hd__nor3_1 | 29 | 145
sky130_fd_sc_hd__nor3b_1 | 12 | 90.1
sky130_fd_sc_hd__nor4_1 | 8 | 50.1
sky130_fd_sc_hd__o21ai_0 | 93 | 465
sky130_fd_sc_hd__o22ai_1 | 51 | 319
==> routing by layer <==
metal | track usage | vias to the layer above
li1 | - | 4725
met5 | 0 | -
met3 | 0.0200 | 81
met4 | 0.155 | 0
met1 | 0.461 | 4190
met2 | 0.532 | 393
==> power by group <==
part           internal [µW]  switching, µW  leakage, µW  total (µW)
sequential                 0              0            0           0
combinational            344            412      0.00430         756
clock                      0              0            0           0
total                    344            412      0.00430         756
==> worst max-delay path: stages <==
cell and delay (ps):
sky130_fd_sc_hd__clkdlybuf4s50_1 570, sky130_fd_sc_hd__inv_1 170, sky130_fd_sc_hd__ha_1 400, sky130_fd_sc_hd__mux2_2 350, sky130_fd_sc_hd__a221oi_1 240, sky130_fd_sc_hd__o22ai_1 110
sky130_fd_sc_hd__a2111oi_1 500, sky130_fd_sc_hd__nand4_1 170, sky130_fd_sc_hd__clkdlybuf4s50_1 450
==> logic make-up (layout without fill, tap and decap cells) <==
logic type	Yosys count	after routing	synth area share
and+or+nand+nor	420	420	0.246
muxes	71	71	0.0905
xor gates and xnor gates	3	3	0.00321
adders and majority gates	173	173	0.264
other	1	5	0.000457
AOI/OAI and AO/OA	411	411	0.319
buffers and inverters	161	269	0.0771
==> path summary, 6_finish.rpt <==
check | cells after the start | slack, ps | start | to
max | 9 | 260 | Instruction_Register[4] | JC_7SEG_OUPUT_1[3]
min | 5 | 3160 | JC_OUPUT_SELECT[1] | JC_7SEG_OUPUT_5[3]
==> timing repair <==
item,CTS,global route
setup endpoints to repair,0,1
endpoints found under the hold margin,0,0
resized,0,1
setup buffers,0,0
==> cell type report <==
type | instances | area [µm²] | share of cell area
tap | 216 | 270 | 0.0271
timing repair buffer | 198 | 1860 | 0.187
inverter | 71 | 267 | 0.0267
multi-input combinational | 1083 | 7580 | 0.760
==> per-stage QoR <==
stage	hold slack, ps	util	instance area (µm²)
2_1_floorplan	2270	-	8210
3_3_place_gp	3150	0.626	9980
3_5_place_dp	3140	0.626	9980
4_1_cts	3150	0.626	9980
5_1_grt	3190	0.626	9980
6_report	3160	0.626	9980
Power is estimated from default activity; no workload was simulated.
